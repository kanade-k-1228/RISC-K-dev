--- design.v ---
module alu (
    input  wire  [15:0] a,
    input  wire  [15:0] b,
    input  wire  [ 3:0] sel,
    output logic [15:0] out
);
  wire a_15 = a[15];
  wire a_0 = a[0];
  wire [14:0] a_15_1 = a[15:1];
  always_comb begin
    case (sel)
      4'b0000: out = a + b;
      4'b0001: out = ~a;
      4'b0010: out = a + a;
      4'b0011: out = a + a + a_15;
      4'b0100: out = a & b;
      4'b0101: out = a ^ b;
      4'b0110: out = a | b;
      4'b0111: out = a - b;
      4'b1000: out = a == b;
      4'b1001: out = a != b;
      4'b1010: out = a < b;
      4'b1011: out = a < b;
      4'b1100: out = {1'b0, a_15_1};
      4'b1101: out = {a_15, a_15_1};
      4'b1110: out = {a_0, a_15_1};
      4'b1111: out = {a_0, a_15_1};
      default: out = 0;
    endcase
  end
  logic [63:0] ascii_opc;
  always_comb
    case (sel)
      4'b0000: ascii_opc = "ADD";
      4'b0001: ascii_opc = "NOT";
      4'b0010: ascii_opc = "L_SFT";
      4'b0011: ascii_opc = "L_ROT";
      4'b0100: ascii_opc = "AND";
      4'b0101: ascii_opc = "XOR";
      4'b0110: ascii_opc = "OR";
      4'b0111: ascii_opc = "SUB";
      4'b1000: ascii_opc = "EQ";
      4'b1001: ascii_opc = "NEQ";
      4'b1010: ascii_opc = "LT";
      4'b1011: ascii_opc = "LT";
      4'b1100: ascii_opc = "R_SFT_u";
      4'b1101: ascii_opc = "R_SFT_s";
      4'b1110: ascii_opc = "R_ROT";
      4'b1111: ascii_opc = "R_ROT";
    endcase
endmodule
--- run.sh ---
#!/bin/bash
# OpenROAD 26Q1-2900-gdf79404cd8, Yosys 0.63+post, stock flow scripts
make -C /OpenROAD-flow-scripts/flow DESIGN_CONFIG=/design/flow/config.mk WORK_HOME=/design/flow/orfs finish
--- config.mk ---
export PLATFORM = sky130hd
export DESIGN_NAME = alu
export DESIGN_NICKNAME = alu
export VERILOG_FILES = /design/flow/design.v
export SDC_FILE = /design/flow/constraint.sdc
export NUM_CORES = 4
export LEC_CHECK = 1
export CORE_AREA = 10 10 110 110
export DIE_AREA = 0 0 120 120
--- constraint.sdc ---
current_design alu

set clk_period 6.2
set clk_io_pct 0.2

create_clock -name clk0 -period $clk_period

set non_clock_inputs [all_inputs -no_clocks]
set_input_delay [expr $clk_period * $clk_io_pct] -clock clk0 $non_clock_inputs
set_output_delay [expr $clk_period * $clk_io_pct] -clock clk0 [all_outputs]
==> deck_impl_summary.md <==
Implementation Results

Outcome
  • Outcome: finished clean

Cells and area
  • Finished Cell Area: 3630 µm²
  • Area added between synthesis and finish: 21.5%
  • Flip-flop and latch count: 0
  • Fill count: 1044
  • Storage cell area: 0 µm²
  • Layout cell share with drive strength beyond 1: 7.74%
  • Clock buf count: 0

Routing
  • Average detailed-routed wire length per instance: 18.8 µm
  • Total number of vias: between 3000 and 4000
  • Post-route DRC: 0
  • First-pass iteration count of the detailed router: 5
  • Number of antenna cells inserted: 0
  • Vias per Instance: between 5 and 6
  • Total Routed Length: 11200 µm
  • Drt initial violations: 353
  • DRT antenna net count: 0

Die
  • Top Ports: approximately 52
  • Core Box Area: between 9000 and 10000 µm²
  • Chip area: 14400 µm²
  • Site Rows: 36
  • Floorplan core density: around 30%
  • Die Span Y: 120 µm
  • Overall die width: between 100 and 150 µm

Pwr
  • NetSw: between 150 and 200 µW
  • Static leakage: approximately 1.5 nW
  • Sequential group share of total power: 0%
  • Internal cell power: approximately 140 µW
  • Power Dens Cells: 85.1 nW/µm²
  • Sw Share: 54.8%
  • Pwr Total: approximately 310 µW
  • Portion of total power attributed to combinational logic: 100.0%
  • Peak supply drop: 0.0000397 V
  • Clk pwr share: 0%

Synthesis
  • Cell area after technology mapping: 2990 µm²
  • Yosys warnings: 1
  • Distinct lib cells: 79
  • Synth Seq Share: 0%
  • Yosys stat area: 2990 µm²
  • Fraction of synthesized area in multiplexers: 1.34%
  • Cells taking the most area after synthesis: ha_1 (20%), a21oi_1 (5.5%), inv_1 (5.4%), nor2_1 (4.8%), o21ai_0 (3.0%)
  • Cell count after synthesis: ~430
  • Parity-gate share of the synthesized area counting xor and xnor cells: under 10%
  • Share of Yosys cell area claimed by the top area cell type: approximately a fifth
  • Post-Synth Adder-Cell Area: 21.4%
  • Most used standard cells in the synthesized netlist: ha_1 (48), inv_1 (43), nor2_1 (38)
  • Main logic family after synthesis: AND-OR/OR-AND gates
  • Most popular library cell in the synthesized design by count: ha_1
  • Fraction of the mapped netlist area in compound gates: 41.2%
  • Syn Area/Cell: approximately 7.0 µm²
  • Dominant cell type by area after synthesis: ha_1
  • Simple-gate share of the synthesized area: a little under a quarter
  • Number of cells in the yosys synthesis report: 429

Hold path
  • Worst Hold Path EP: out[5]
  • Critical hold path startpoint: b[5]
  • Path type of the worst min-delay path: input port to primary output
  • Hold depth: 5

Setup path
  • Cell repeated most along the worst path: clkdlybuf4s50_1
  • WP data arrival: ~4.6 ns
  • Ordered cell list for the critical path: clkdlybuf4s50_1, inv_1, ha_1, fa_1, or3_1, a31oi_2, nor3_2, o31ai_4, a21oi_1, o221ai_1, nand4_1, clkdlybuf4s50_1
  • Cell class contributing the biggest share of worst-path delay: buffers and inverters
  • Worst path required time: slightly below 5 ns
  • Slowest-stage cell, CP: clkdlybuf4s50_1
  • Buffers and inverters on the worst path: 3
  • Kind of start point of the critical path: input port
  • Crit Path Category: input port to primary output
  • Capturing element type of the critical path: primary output
  • Max Fanout on Critical Path: 5
  • Slowest cell delay on critical path: about 0.54 ns

Clocking
  • Number of buffers inserted for hold repair after clock tree synthesis: 0
  • Number of buffers added for setup after CTS: 0
  • Post-cts gate resize count: 0

Timing
  • Pin slew with the least headroom to its limit: roughly 0.6 ns
  • Total Negative Setup Slacks: 0 ns
  • Final count of pins violating max slew: 0
  • Final hold vios: 0
  • Setup repair after global routing missed its margin: false
  • Maximum clock rate: ~0.17 GHz
  • Final setup viols: 0
  • Portion of the clock cycle consumed by the worst path in the final layout: 94.7%
  • Tmin final: slightly below 6 ns
  • Relative slew slack: between 60 and 70%

Run
  • Max-cap check violation count: 0
  • Number of warning messages in the logs: ~64

Place
  • HPWL reported at the end of detailed placement: around 8600 µm
  • Cell area after placement: roughly 3600 µm²
  • Gpl congestion: 0.993
  • Port Buffers: around 52

Global routing
  • Wire length of the first global-routing pass: ~18000 µm
  • GR Overflow Total: 0
  • Vias in the first global route: 3311
  • Maximum number of pins on one net before global-route repair: 37
  • Initial antenna violation count: 0
  • Total Routing Usage GR: between 10% and 20%
-- cells by family (layout without fill, tap and decap cells) --
kind of cell / Yosys count / after routing
mux: 4 / 4
xor+xnor: 7 / 7
fa+ha+maj: 50 / 50
simple gates: 130 / 130
buf+inv: 74 / 110
compound gates: 164 / 164
-- cell usage in the layout, fill, tap and decap left out, types with 5 or more instances in the layout --
cell type        count
clkdlybuf4s50_1     52
a21oi_1             33
nor2b_1              8
inv_1               43
nand2b_1             5
nand2_1             24
ha_1                48
nor3_1               6
o31ai_1              6
nor2_1              38
nand3_1             11
o211ai_1            10
o21ai_0             18
xnor2_1              5
a221oi_1             5
o22ai_1              6
buf_4               15
a211oi_1            12
a21o_1               5
a22oi_1             11
-- per-stage QoR --
stage / setup WS, ns / hold slack, ns / utilization (%) / std cells
6_report: 0.326 / 3.64 / 37.1 / 598
5_1_grt: 0.166 / 3.69 / 37.1 / 598
4_1_cts: 0.333 / 3.65 / 37.1 / 598
3_5_place_dp: 0.340 / 3.64 / 37.1 / 598
3_3_place_gp: 0.346 / 3.64 / 37.1 / 598
2_1_floorplan: 1.75 / 2.58 / - / 429
-- power by group through the flow --
stage / Sequential [mW] / Clock [mW] / Combinational [mW]
CTS: 0 / 0 / 0.308
global route: 0 / 0 / 0.341
finish: 0 / 0 / 0.309
-- final cells by class --
cell class / count / area, µm² / share of cell area [%]
multi-input combinational: 355 / 2670 / 73.5
timing repair buffer: 67 / 633 / 17.4
tap: 133 / 166 / 4.58
inverter: 43 / 161 / 4.45
-- per-layer routing --
metal | routed length [µm] | vias to the layer above | track usage (%)
li1 | - | 1676 | -
met1 | 5270 | 1582 | 21.5
met2 | 4880 | 166 | 23.3
met3 | 844 | 17 | 1.95
met4 | 226 | 0 | 3.09
met5 | 0 | - | 0
-- worst max path at each step --
| stage | startpoint | end | cells after the start |
|---|---|---|---|
| final | a[0] | out[0] | 12 |
| after global routing | a[0] | out[0] | 12 |
| after CTS | a[0] | out[0] | 12 |
Power figures rest on the tool's default switching activity, not on a simulated workload.
