<file path="flow/config.mk">
export PLATFORM = sky130hd
export DESIGN_NAME = id
export DESIGN_NICKNAME = id
export VERILOG_FILES = /design/flow/design.v
export SDC_FILE = /design/flow/constraint.sdc
export NUM_CORES = 4
export LEC_CHECK = 1
export CORE_AREA = 10 10 70 70
export DIE_AREA = 0 0 80 80
export SYNTH_HDL_FRONTEND = slang
</file>
<file path="flow/constraint.sdc">
current_design id

set clk_period 2.5
set clk_io_pct 0.2

create_clock -name clk0 -period $clk_period

set non_clock_inputs [all_inputs -no_clocks]
set_input_delay [expr $clk_period * $clk_io_pct] -clock clk0 $non_clock_inputs
set_output_delay [expr $clk_period * $clk_io_pct] -clock clk0 [all_outputs]
</file>
<file path="flow/design.v">
module id (
    input wire [31:0] inst,
    input wire [ 3:0] stage,
    output logic [ 3:0] opc,
    output logic [ 3:0] sa1,
    output logic [ 3:0] sa2,
    output logic [ 3:0] da,
    output logic [15:0] imm,
    output logic [3:0] alu_ctrl,
    output logic pfc_ctrl,
    output logic s2_sel,
    output logic [2:0] din_sel,
    output logic [4:0] addr_sel,
    output logic sp_ctrl
);
  localparam CALC = 4'b0000, CALCI = 4'b0001, LOAD = 4'b0011, STORE = 4'b0111, CALIF = 4'b1111;
  localparam STG0 = 4'b0001, STG1 = 4'b0010, STG2 = 4'b0100, STG3 = 4'b1000;
  assign {imm, da, sa2, sa1, opc} = inst;
  assign alu_ctrl = opc == CALC ? inst[19:16] : opc == CALCI ? inst[11:8] : 4'b0000;
  assign pfc_ctrl = opc == CALIF;
  assign s2_sel = opc == CALC ? 0 : 1;
  localparam DIN_SR2 = 3'b001, DIN_ALU = 3'b010, DIN_RA = 3'b100;
  assign din_sel = (opc == CALC || opc == CALCI) ? DIN_ALU
                 : (opc == LOAD || opc == STORE) ? DIN_SR2
                 :                                 DIN_RA;
  localparam ADDR_ALU = 5'b00001, ADDR_SA1 = 5'b00010, ADDR_SA2 = 5'b00100, ADDR_DA=5'b01000, ADDR_DBG=5'b10000;
  assign addr_sel = (stage == STG0) ? (ADDR_SA1) 
                  : (stage == STG1) ? (opc == LOAD  ? ADDR_ALU : ADDR_SA2)
                  : (stage == STG2) ? (opc == STORE ? ADDR_ALU : ADDR_DA )
                  : 5'b00000;
  logic [63:0] ascii_opc;
  always_comb
    case (opc)
      CALC: ascii_opc = "CALC";
      CALCI: ascii_opc = "CALC_IMM";
      LOAD: ascii_opc = "LOAD";
      STORE: ascii_opc = "STORE";
      CALIF: ascii_opc = "CTRL";
      default: ;
    endcase
endmodule
</file>
<file path="flow/run.sh">
#!/bin/bash
# OpenROAD 26Q1-2900-gdf79404cd8, Yosys 0.63+post, stock flow scripts
make -C /OpenROAD-flow-scripts/flow DESIGN_CONFIG=/design/flow/config.mk WORK_HOME=/design/flow/orfs finish
</file>
==> flow_summary.ini <==
; yosys + openroad results
[outcome]
status = finished, final reports clean

[synth]
syn_inst = 62
ys_seq_frac = 0
yosysWarnings = 1
syn_area_per_cell_um2 = 7.124
ys_types = 18
ys_area_um2 = 441.7
netlist_area_um2 = 441.7
yosys_cells = 62

[final_timing]
fmax_mhz = 415.1
fin_crit_sh = 0.9636
min_period_ps = 2409
slew_viol_final = 0
hold_viol_final = 0
fin_hold_ws_ps = 1000
setup_viol = 0

[die]
fp.dieH_um = 80
ios = 83
die_w_um = 80
initCoreUtil = 0.1293
die-area_um2 = 6400
core_um2 = 3416
rows = 21

[worst_setup_path]
required_ps = 2000
crit_path_end_kind = primary output
cp-start-kind = input port
arrival_ps = 1910
critPathKind = in2out
worstPathMaxFanout = 6

[placement]
dpl.hpwl_mm = 1.369
gp_congestion = 0.7524
dp.cells = 124
io_buffers = 41

[power]
vdd_ir_drop_max_uv = 40.28
power.static_leakage_nw = 0.3634
power-per-cell-area_nw_per_um2 = 119.2
fin_total_pwr_uw = 90.82

[route]
wirelength_mm = 1.535
ant_nets = 0
drt-wirelength-per-cell_um = 12.18
firstDrtPassIters = 2
vias = 413
drc = 0
vias_per_cell = 3.278
drtIter0Drc = 3

[final_layout]
num-clock-buffers = 0
layout-drive-gt1-share = 0.2405
final_cells = 126
area_growth_pct = 72.52
flop-count = 0
mostFrequentLayoutCell = clkdlybuf4s50_1
seqCellArea_um2 = 0
lay_top_cells = clkdlybuf4s50_1, buf_4, nor2_1

[run]
warnings = 32
maxCapViolCount = 0

[global_routing]
grt_max_degree = 7
antenna_found_initial = 1
grt.total_usage = 0.04272
met3_usage = 0.03295
grt_use_met1 = 0.04417
grt_pass1_wl_mm = 2.187
grt.busiest_layer = met2
grt_pass1_vias = 428
gr-total-overflow = 0
met2_usage = 0.06822

[cts]
cts_hold_buf = 0

[hold_path]
hold_class = in2out
-- per-layer routing --
| layer | routed length, µm | vias up |
|---|---|---|
| met3 | 333 | 4 |
| li1 | - | 200 |
| met1 | 508 | 179 |
| met5 | 0 | - |
| met4 | 9 | 0 |
| met2 | 684 | 30 |
-- per-stage QoR --
step	cell area (µm²)	util	TNS, ps	setup WS, ps
4_1_cts	724.4	0.2121	0	10.46
5_1_grt	762.0	0.2231	-4.641	-4.641
2_1_floorplan	445.4	-	0	905.0
3_3_place_gp	720.7	0.2110	-272.2	-60.19
6_report	762.0	0.2231	0	91.10
3_5_place_dp	720.7	0.2110	-273.3	-66.50
-- critical path: stages --
cell	delay [ps]
clkdlybuf4s50_1	490
buf_4	170
mux2i_1	280
nor2_4	60
clkdlybuf4s50_1	410
-- logic make-up (layout without fill, tap and decap cells) --
family	after synthesis	count (layout)	share of synthesized area
compound gates	3	3	0.06799
mux	4	4	0.09066
other cells	1	3	0.008490
simple gates	15	15	0.2097
buf+inv	39	55	0.6232
-- power by group --
group	internal [mW]	total, mW	switching [mW]	leakage [nW]
Combinational	0.0655	0.0908	0.0253	0.363
Sequential	0	0	0	0
Clock	0.0000000534	0.0000000534	0	0.00000634
Total	0.0655	0.0908	0.0253	0.363
-- Yosys cell counts (all sizes together) --
cell type	instances	area share
buf	35	0.59
nor2	7	0.060
inv	4	0.034
mux2i	4	0.091
and3b	2	0.042
a21oi	1	0.020
conb	1	0.0085
nand2b	1	0.014
nand3	1	0.011
nor3b	1	0.017
nor4b	1	0.020
o2111a	1	0.025
o211a	1	0.023
or3	1	0.014
or4b	1	0.031
-- final timing paths --
kind / start / end / slack (ps) / depth (start not counted)
min: inst[12] / da[0] / 1000 / 0
max: inst[0] / alu_ctrl[1] / 90 / 5
-- cell type report --
cell class / instances / area, µm²
tap: 46 / 57.56
multi-input combinational: 24 / 192.7
antenna: 1 / 2.502
fill: 375 / 2654
timing repair buffer: 51 / 494.2
inverter: 4 / 15.01
-- timing repair --
| action | in CTS | in global routing |
|---|---|---|
| buffers inserted | 0 | 1 |
| pin swaps | 0 | 4 |
| resized | 2 | 9 |
| endpoints found under the setup margin | 7 | 6 |
Power is estimated from default activity; no workload was simulated.
