==> ./config.mk <==
export PLATFORM = sky130hd
export DESIGN_NAME = stg
export DESIGN_NICKNAME = stg
export VERILOG_FILES = /design/flow/design.v
export SDC_FILE = /design/flow/constraint.sdc
export NUM_CORES = 4
export LEC_CHECK = 1
export CORE_AREA = 10 10 77 77
export DIE_AREA = 0 0 87 87
==> ./constraint.sdc <==
current_design stg

set clk_period 2.6
set clk_io_pct 0.2

create_clock -name clk0 -period $clk_period [get_ports {clk}]

set non_clock_inputs [all_inputs -no_clocks]
set_input_delay [expr $clk_period * $clk_io_pct] -clock clk0 $non_clock_inputs
set_output_delay [expr $clk_period * $clk_io_pct] -clock clk0 [all_outputs]
==> ./design.v <==
module por #(
    parameter N = 6
) (
    input  wire clk,
    output wire resetn
);
  reg [N-1:0] rst_cnt = 0;
  assign resetn = &rst_cnt;
  always @(posedge clk) rst_cnt <= rst_cnt + !resetn;
endmodule
module stg (
    input wire clk,
    output logic [3:0] stage,
    output logic [3:0] stg_clk,
    output logic rst_stg,
    output logic rst_clk
);
  wire resetn;
  reg [1:0] rst_cnt;
  wire rst = &rst_cnt;
  assign rst_stg = ~(resetn & rst);
  assign rst_clk = ^rst_cnt;
  por por (
      .resetn(resetn),
      .clk(clk)
  );
  logic [2:0] cnt;
  assign stage   = (resetn & rst) ? 1 << cnt[2:1] : 0;
  assign stg_clk = cnt[0] ? (1 << cnt[2:1]) : 0;
  always @(posedge clk) begin
    if (!resetn) begin
      cnt <= 0;
      rst_cnt <= 2'b00;
    end else begin
      if (~&rst_cnt) begin
        rst_cnt <= rst_cnt + 1;
      end else begin
        cnt <= cnt + 1;
      end
    end
  end
endmodule
==> ./run.sh <==
#!/bin/bash
# OpenROAD 26Q1-2900-gdf79404cd8, Yosys 0.63+post, stock flow scripts
make -C /OpenROAD-flow-scripts/flow DESIGN_CONFIG=/design/flow/config.mk WORK_HOME=/design/flow/orfs finish
==> impl_metrics.tcl <==
# yosys + openroad results
set metrics [dict create \
    crit_cells 4 \
    p_leak_nw 0.278 \
    worstPathRequired_ns 2.08 \
    avgSynthCellArea_um2 10.3 \
    viasPerCell 3.24 \
    fin_setup_tns_ns 0 \
    crit_path_end_kind "primary output" \
    yosys.cell_types.count 17 \
    lay_top_cells "dfxtp_1, clkdlybuf4s50_1, nor2_1" \
    first_pass_iters 2 \
    clk_pin_slew_worst_paths_ns 0.05 \
    final_core_util_pct 16.1 \
    fmax_mhz 431 \
    rsz0062_at_grt "false" \
    ys_chip_area_um2 505 \
    crit_path_start "rst_cnt[0]$_SDFFE_PN0P_" \
    synthAdderAreaFrac_pct 9.90 \
    relSlewSlack_pct 77.9 \
    post_cts_buffers 0 \
    r2r_cells 6 \
    internal-power_mw 0.276 \
    cts_buffers 3 \
    coreArea_um2 4350 \
    die_w_um 87 \
    cts-resized-gates 0 \
    syn_inst 49 \
    place_congestion 0.755 \
    io_pins 11 \
    crit_buf_inv 1 \
    post_dp_cell_area_um2 658 \
    synthTopCellsByArea "dfxtp_1, ha_1, xnor2_1, nor2_1, xor2_1" \
    drive_above_1_share_pct 11.7 \
    yosysTopAreaCell "dfxtp_1" \
    final.period_utilization_pct 89.1 \
    worst_slack_ns 0.282 \
    grt_pass1_wl_mm 1.68 \
    worstPathArrival_ns 1.80 \
    cp-start-kind "flip-flop" \
    fin_area_um2 703 \
    fp_util_pct 11.6 \
    path_cells "ha_1, nand4_4, nor3b_2, clkdlybuf4s50_1" \
    xor_share_pct 12.1 \
    drt_iter0_drc 31 \
    total_power_mw 0.334 \
    path_max_fanout 6 \
    cts.sinks 11 \
    crit_type "reg2out" \
    dieArea_um2 7570 \
    grt_pass1_vias 375 \
    min-delay-start "por.rst_cnt[4]$_DFF_P_" \
    timing.rr.end "por.rst_cnt[4]$_DFF_P_" \
    dp.cells 108 \
    yosys_cells 49 \
    sw_frac_of_total_pct 17.3 \
    slowest_stage "clkdlybuf4s50_1" \
    ys_sh_aoi_pct 0 \
    pwr-share-seq_pct 50.7 \
    tool_warnings 25 \
    worst_pin_slew_ns 0.331 \
    hpwl_um 768 \
    grt_antenna_before_repair 0 \
    hold_buffers 0 \
    status "finished clean" \
    clock_latency_ns 0.23 \
    wirelength_mm 1.03 \
    fin_cells 112 \
    p_sw_mw 0.0576 \
    num_antenna_cells 0 \
    ys_seq_elements 11 \
    drc_errors 0 \
    yosysWarnings 2 \
    clockBufferDepth 2 \
    htreeDepth 1 \
    powerDensity_nw_per_um2 475 \
    cts_tree "built" \
    synth_seq_share_pct 43.6 \
    grt_use_total_pct 2.75 \
    layout_top_cell "dfxtp_1" \
    port_buffers 10 \
    cp-endpoint "stage[2]" \
    ys_top_logic_family "simple AND/OR/NAND/NOR gates" \
    synthesis.area_um2 505 \
    place_ws_ns 0.524 \
    rrSetupSlack_ns 0.90 \
    finalHoldWorstSlack_ns 0.466 \
    cpLargestDelayFamily "buffers and inverters" \
    ir_worst_vdd_v 0.000247 \
    synthDominantCellAreaShare_pct 43.6 \
    p_clk_share_pct 49.3 \
    cap_violations 0 \
    max_stage_delay_ns 0.48 \
    overflow 0 \
    ant_nets 0 \
    r2r_start "por.rst_cnt[2]$_DFF_P_" \
    simple_gate_area_share_pct 28.0 \
    vias 363 \
    wire_per_inst_um 9.16 \
    pwr-share-comb_pct 0 \
    skew_ns 0.00117 \
    setup_viol 0 \
    holdCritPathClass "reg2reg" \
    slew_violations 0 \
    area_delta_synth_final_pct 39.1 \
    cts_root_buf "clkbuf_8" \
    die_h_um 87 \
    min_period_ns 2.32 \
    muxShareOfSynthArea_pct 3.96 \
    grt_start_max_net_pins 11 \
    final-hold-violation-count 0 \
    rows 24 \
]
==> final cells by class <==
| cell class | count | area, um2 |
|---|---|---|
| timing repair buffer | 10 | 100 |
| multi-input combinational | 35 | 273 |
| sequential | 11 | 220 |
| tap | 52 | 65.1 |
| clock buffer | 4 | 45.0 |
| fill | 458 | 3650 |
==> per-layer routing <==
layer,part of all wire (%),vias up,track usage [%]
met3,5.8,2,1.70
met1,50,163,3.37
li1,-,191,-
met5,0,-,0
met2,43,7,4.13
met4,0.97,0,0.295
==> cell families (layout without fill, tap and decap cells) <==
logic type / Yosys count / count (layout)
xor+xnor: 7 / 7
fa+ha+maj: 4 / 4
buf+inv: 3 / 14
flops: 11 / 11
mux: 2 / 2
simple gates: 22 / 22
==> power groups by stage <==
stage	combinational, mW	sequential (mW)	clock [mW]
CTS	0.000000167	0.169	0.168
finish	0.000000167	0.169	0.165
global route	0.000000167	0.169	0.180
==> cells in the mapped netlist <==
library cell and n:
dfxtp_1 11, nor2_1 7, ha_1 4, nand2_1 4
xnor2_1 4, nand3_1 3, xor2_1 3, clkbuf_1 2
mux2i_1 2, nor3b_2 2, and3_1 1, and3b_1 1
and4_4 1, buf_2 1, nand4_4 1, nor3_1 1
nor3b_1 1
==> registers in the layout (all words and copies together), names as in the netlist <==
| signal | count |
|---|---|
| rst_cnt | 2 |
| cnt | 3 |
| por.rst_cnt | 6 |
==> worst min-delay path by stage <==
| stage | end | slack [ns] | cells after the start |
|---|---|---|---|
| CTS | por.rst_cnt[4]$_DFF_P_ | 0.47 | 1 |
| global route | por.rst_cnt[4]$_DFF_P_ | 0.50 | 1 |
| finish | por.rst_cnt[4]$_DFF_P_ | 0.47 | 1 |
Power is estimated from default activity; no workload was simulated.
